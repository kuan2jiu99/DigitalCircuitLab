**flow/design.v**
```verilog
module GhostAlgo (  
    input i_clk,
    input i_rst,
    input [5:0] pac_x,
    input [5:0] pac_y,
    input [3:0] random,
    output [5:0] o_x_location,
    output [5:0] o_y_location,
    output reach
);
logic [3:0] i_board [0:35][0:27];
parameter ROW = 6'd36;
parameter COL = 6'd28;
always_ff @(posedge i_clk) begin
    if (i_rst) begin
        o_x_location <= 3'd0;
        o_y_location <= 3'd0;
        reach <= 1'b0;
    end
    else begin
		 if (o_x_location == pac_x && o_y_location == pac_y) begin  
			  reach <= 1'b1;
			  o_x_location <= o_x_location;
			  o_y_location <= o_y_location;
		 end
		 else if (o_x_location < pac_x && o_y_location < pac_y) begin
                          reach = 1'b0;
			  if (random % 2 == 0) begin  
                                if (o_x_location + 1'b1 < ROW && i_board[o_x_location + 1'b1][o_y_location] == 0) begin
					o_x_location <= o_x_location + 1'b1;
                                end
			  end
			  else begin  
                                if (o_y_location + 1'b1 < COL && i_board[o_x_location][o_y_location + 1'b1] == 0) begin
					o_y_location <= o_y_location + 1'b1;
                                end
                                else begin
                                    if (o_x_location - 1'b1 >= 0 && i_board[o_x_location - 1'b1][o_y_location] == 0) begin
                                        o_x_location <= o_x_location - 1'b1;   
                                    end
                                    else begin
                                        o_y_location <= o_y_location - 1'b1;   
                                    end
                                end
			  end
		 end
		 else if (o_x_location > pac_x && o_y_location > pac_y) begin
                          reach = 1'b0;
			  if (random % 2 == 0) begin  
					o_x_location = o_x_location - 1'b1;
			  end
			  else begin  
					o_y_location = o_y_location - 1'b1;
			  end
		 end
		 else if (o_x_location > pac_x && o_y_location < pac_y) begin
				reach = 1'b0;
			  if (random % 2 == 0) begin  
					o_x_location = o_x_location - 1'b1;
			  end
			  else begin  
					o_y_location = o_y_location + 1'b1;
			  end
		 end
		 else if (o_x_location < pac_x && o_y_location > pac_y) begin
				reach = 1'b0;
			  if (random % 2 == 0) begin  
					o_x_location = o_x_location + 1'b1;
			  end
			  else begin  
					o_y_location = o_y_location - 1'b1;
			  end
		 end
		 else if (o_x_location == pac_x && o_y_location < pac_y) begin
				reach = 1'b0;
			  o_y_location = o_y_location + 1'b1;
		 end
		 else if (o_x_location == pac_x && o_y_location > pac_y) begin
				reach = 1'b0;
			  o_y_location = o_y_location - 1'b1;
		 end
		 else if (o_y_location == pac_y && o_x_location < pac_x) begin
				reach = 1'b0;
			  o_x_location = o_x_location + 1'b1;
		 end
		 else if (o_y_location == pac_y && o_x_location > pac_x) begin
				reach = 1'b0;
			  o_x_location = o_x_location - 1'b1;
		 end
		 else begin
				reach = 1'b0;
			  o_x_location = 3'd0;
			  o_y_location = 3'd0;
		 end
    end
end
endmodule
```
**flow/run.sh**
```bash
#!/bin/bash
# OpenROAD 26Q1-2900-gdf79404cd8, Yosys 0.63+post, stock flow scripts
make -C /OpenROAD-flow-scripts/flow DESIGN_CONFIG=/design/flow/config.mk WORK_HOME=/design/flow/orfs finish
```
**flow/config.mk**
```make
export PLATFORM = sky130hd
export DESIGN_NAME = GhostAlgo
export DESIGN_NICKNAME = GhostAlgo
export VERILOG_FILES = /design/flow/design.v
export SDC_FILE = /design/flow/constraint.sdc
export NUM_CORES = 4
export LEC_CHECK = 1
export CORE_AREA = 10 10 98 98
export DIE_AREA = 0 0 108 108
```
**flow/constraint.sdc**
```tcl
current_design GhostAlgo

set clk_period 4.8
set clk_io_pct 0.2

create_clock -name clk0 -period $clk_period [get_ports {i_clk}]

set non_clock_inputs [all_inputs -no_clocks]
set_input_delay [expr $clk_period * $clk_io_pct] -clock clk0 $non_clock_inputs
set_output_delay [expr $clk_period * $clk_io_pct] -clock clk0 [all_outputs]
```
==> results_slide.txt <==
Physical Implementation Snapshot

Outcome
  • Status: complete, no violations

Worst hold path
  • Hold crit path type: reg -> reg
  • Hold Crit Start: o_x_location[5]$_SDFFE_PP0P_

Job
  • MaxCap Viol Count: 0
  • OpenROAD warnings: 31

GRT
  • Busiest layer in global routing: met2
  • Tot GR Track Use: 0.0867
  • Met1 usage: 0.128
  • First-pass GRT wire length: 8440 µm
  • Vias in the first global route: 1660
  • Gr ovfl total: 0
  • Met2 usage: 0.130
  • Met3 Track Usage GR: 0.0193
  • Largest net degree at the start of global routing: 17
  • Initial antenna violation count: 0

Pwr
  • Pwr Total: 0.00101 W
  • Leakage: 0.808 nW
  • PwrDens: 475 nW/µm²
  • Peak VDD IR: 0.174 mV

Critical path
  • CP startpoint: pac_y[3]
  • Worst path required time: 4.94 ns
  • Critical Path Sink Type: flip-flop
  • Crit start category: primary input
  • Arr. time, crit path: 3.45 ns
  • CP max FO: 16
  • Reg2reg start: o_y_location[3]$_SDFFE_PP0P_
  • Critical path class: in -> reg

Cells and area
  • Share of layout cells above drive strength 1: 0.100
  • Cell area after layout: 2130 µm²
  • Fill cell count: 818
  • Synth-to-Final Area Change: 23.4%

Clocking
  • H-tree Lvls: 1
  • Post_cts resized: 0
  • Clock Path Buffers: 2
  • Clk Latency, worst-skew pair: 0.25 ns
  • Register clock-pin slew on the reported worst setup and hold paths: 0.06 ns
  • # Post-CTS Setup Buffers: 0
  • Cts hold-fix bufs: 0
  • Clock root buffer master: clkbuf_8
  • Num CTS Buffers: 3
  • TritonCTS clock tree: built
  • Clk sinks: 13

Timing
  • Worst slew margin: 0.515
  • RSZ-0062 raised after global routing: false
  • Setup TNS: 0 ns
  • Final setup fails: 0
  • Min Hold Slack: 0.595 ns
  • Fin crit period: 3.31 ns
  • Final Max Tran Viols: 0
  • Clock skew: 0.00461 ns
  • Maximum clock rate: 303 MHz
  • Worst Tran Pin Value: 0.722 ns
  • Final hold violation count: 0
  • Fin crit share: 0.689

Floorplanning
  • Fp util: 0.226
  • Die ar.: 11700 µm²
  • Core area: 7650 µm²
  • Num rows: 32
  • Die Height: 108 µm
  • I/O Pins: 31
  • Die X-Extent: 108 µm

Synthesis
  • Most frequent cells after synthesis: 21 x inv_1, 18 x ha_1, 13 x dfxtp_1, 12 x nand2_1
  • Seq share, synth: 0.151
  • Yosys cell count: 217
  • Yosys chip area: 1730 µm²
  • Biggest area cells: dfxtp_1 15%, ha_1 13%, inv_1 4.6%
  • Distinct cells, synth: 68
  • Synth top area share: 0.151
  • Synthesis warning total: 32
  • Top_reg_cell synth: dfxtp_1
  • Yosys reg bits: 13
  • Count leader, synth: inv_1
  • Synth area leader: dfxtp_1
  • Synth Area per Inst: 7.96 µm²
  • Post-synth ARST share: 0
  • Number of enable flip-flop cells: 0
  • Post-Syn Area: 1730 µm²
  • Post-synthesis instance total: 217

Detailed routing
  • Ant. Diodes: 0
  • WL/cell: 14.9 µm
  • Antenna Violating Nets Remaining: 0
  • Post-Route WL: 5090 µm
  • Via count: 1688
  • First-pass iteration count of the detailed router: 4
  • Drt drc: 0
  • Initial DRC count: 83
  • Vias per cell: 4.95

Place
  • RePlAce Congestion: 0.874
  • PortBufs: 27
  • DP HPWL: 3790 µm
  • Post-DP Area: 2090 µm²
final cells by class:
cell class	count	area (µm²)	share of cell area
multi-input combinational	172	1340	0.628
timing repair buffer	28	278	0.130
sequential	13	260	0.122
tap	102	128	0.0599
inverter	22	82.6	0.0388
clock buffer	4	45.0	0.0211
metal layers:
layer / vias up / share of wire
met4: 0 / 0.0037
met2: 33 / 0.43
met1: 791 / 0.51
met3: 2 / 0.051
met5: - / 0
li1: 862 / -
sequential cells by signal (all words and copies together), names as in the netlist:
register and flops:
o_x_location 6, o_y_location 6, reach 1
cells in the final DEF (no fill, tap or decap), types with 3 or more instances in the layout:
| master | synthesis | layout |
|---|---|---|
| nand2_1 | 12 | 12 |
| or3_1 | 5 | 5 |
| a211oi_1 | 3 | 3 |
| clkdlybuf4s50_1 | 0 | 27 |
| and3_1 | 4 | 4 |
| clkbuf_8 | 0 | 3 |
| xor2_1 | 4 | 4 |
| a21oi_1 | 11 | 11 |
| o21ai_0 | 8 | 8 |
| nor2_1 | 11 | 11 |
| xnor2_1 | 7 | 7 |
| nand3_1 | 9 | 9 |
| nor3_1 | 7 | 7 |
| dfxtp_1 | 13 | 13 |
| o211ai_1 | 4 | 4 |
| nand2b_1 | 3 | 3 |
| inv_1 | 21 | 21 |
| a21oi_2 | 3 | 3 |
| o21ai_1 | 4 | 4 |
| ha_1 | 18 | 18 |
worst max-delay path, stage by stage:
cell             delay [ns]
clkdlybuf4s50_1        0.46
inv_1                  0.04
ha_1                   0.32
a21oi_1                0.29
o21ai_1                0.16
nor2_2                 0.58
o22ai_1                0.15
or3_1                  0.33
and3_1                 0.16
power breakdown:
part,switching (W),internal (W),leakage [nW],total (W)
Sequential,0.0000931,0.000143,0.106,0.000236
Combinational,0.000352,0.000321,0.680,0.000673
Clock,0.0000434,0.0000587,0.0228,0.000102
Total,0.000488,0.000524,0.808,0.00101
logic make-up after synthesis:
family,synth area share
mux,0.0246
xor+xnor,0.0558
simple gates,0.225
fa+ha+maj,0.130
buf+inv,0.0746
compound gates,0.339
flops,0.151
through the flow:
step	std cells	setup slack [ns]	utilization
2_1_floorplan	217	2.05	-
6_report	341	1.49	0.279
5_1_grt	341	1.31	0.279
3_3_place_gp	337	1.29	0.273
3_5_place_dp	337	1.27	0.273
4_1_cts	341	1.53	0.279
final timing paths:
kind	depth (start not counted)	slack, ns	to
setup / recovery	9	1.49	o_y_location[0]$_SDFFE_PP0P_
hold / removal	2	0.59	o_x_location[5]$_SDFFE_PP0P_
setup reg to reg	7	2.05	o_y_location[0]$_SDFFE_PP0P_
hold reg to reg	2	0.59	o_x_location[5]$_SDFFE_PP0P_
No activity file was given, so power comes from the tool's default toggle rates.
