### flow/config.mk
export PLATFORM = sky130hd
export DESIGN_NAME = LCD_Controller
export DESIGN_NICKNAME = LCD_Controller
export VERILOG_FILES = /design/flow/design.v
export SDC_FILE = /design/flow/constraint.sdc
export NUM_CORES = 4
export LEC_CHECK = 1
export CORE_UTILIZATION = 40
### flow/constraint.sdc
current_design LCD_Controller

set clk_period 12.7
set clk_io_pct 0.2

create_clock -name clk0 -period $clk_period [get_ports {i_clk}]

set non_clock_inputs [all_inputs -no_clocks]
set_input_delay [expr $clk_period * $clk_io_pct] -clock clk0 $non_clock_inputs
set_output_delay [expr $clk_period * $clk_io_pct] -clock clk0 [all_outputs]
### flow/design.v
module LCD_Controller(
    input i_clk,
    input i_rst,
    input start,
    input [7:0] character,
    input [7:0] address,
    output busy,
    output LCD_EN,
    output LCD_ON,
    output LCD_RW,
    output LCD_RS,
    output LCD_BLON,
    output [7:0] LCD_DATA
);
    localparam WAIT = 3'd1;
    localparam INITIAL = 3'd2;
    localparam ADDRESS_SET = 3'd3;
    localparam CHARACTER_SET = 3'd4;
    localparam IDLE = 3'd5;
    localparam WAIT_CLK = 1500000;
    localparam ENABLE_CYC_TIME = 25;
    localparam ENABLE_PULSE_WIDTH = 30;
    localparam RISE_FALL_TIME = 1;
    localparam ADDR_SET_UP_TIME = 4;
    localparam ADDR_HOLD_TIME = 10;
    localparam DATA_SET_UP_TIME = 4;
    localparam DATA_HOLD_TIME = 22000;
    logic [2:0] state;
    logic [39:0] clk_cnt;
    logic [39:0] prev_cnt;
    logic [1:0] set_command;
    logic [7:0] r_character;
    logic [7:0] r_address;
    logic [7:0] data;
    logic en;
    logic rw;
    logic rs;
    logic busy_signal;
    assign LCD_DATA = data;
    assign LCD_RS = rs;
    assign LCD_RW = rw;
    assign LCD_EN = en;
    assign busy = busy_signal;
    assign LCD_ON = 1'b1;
    assign LCD_BLON = 1'b1;
    always_ff @(posedge i_clk or posedge i_rst) begin
        if (i_rst) begin
            state <= WAIT;
            en <= 1'b1;
            rw <= 1'b0;
            rs <= 1'b0;
            busy_signal <= 1'b1;
            data <= 8'b0011_1111;
            r_address <= 8'b0;
            r_character <= 8'b0;
            clk_cnt <= 40'b0;
            prev_cnt <= 40'b0;
            set_command <= 2'b0;
        end
        else if (state == WAIT) begin
            if (clk_cnt >= WAIT_CLK) begin
                state <= INITIAL;
                rs <= 1'b0;
                rw <= 1'b0;
                prev_cnt <= clk_cnt;
            end
				clk_cnt <= clk_cnt + 1'b1;
        end
        else if (state == INITIAL) begin
            if (set_command == 2'd0) begin
                data <= 8'b0011_1000;   
                rs <= 0;
                rw <= 0;
                clk_cnt <= clk_cnt + 1'd1;
                if (clk_cnt >= DATA_HOLD_TIME + ENABLE_PULSE_WIDTH + ADDR_SET_UP_TIME + prev_cnt) begin
                    set_command <= 2'd1;
                    rs <= 1'b0;
                    rw <= 1'b1;
                    prev_cnt <= clk_cnt + 1;
                end
                else if (clk_cnt >= ENABLE_PULSE_WIDTH + ADDR_SET_UP_TIME + prev_cnt) begin
                    en <= 1'b0;
                end
                else if (clk_cnt >= ADDR_SET_UP_TIME + prev_cnt) begin
                    en <= 1'b1;
                end
            end
            else if (set_command == 2'd1) begin
                data <= 8'b0000_1100;   
                rs <= 0;
                rw <= 0;
                clk_cnt <= clk_cnt + 1'd1;
                if (clk_cnt >= DATA_HOLD_TIME + ENABLE_PULSE_WIDTH + ADDR_SET_UP_TIME + prev_cnt) begin
                    set_command <= 2'd2;
                    rs <= 1'b0;
                    rw <= 1'b1;
                    prev_cnt <= clk_cnt + 1;
                end
                else if (clk_cnt >= ENABLE_PULSE_WIDTH + ADDR_SET_UP_TIME + prev_cnt) begin
                    en <= 1'b0;
                end
                else if (clk_cnt >= ADDR_SET_UP_TIME + prev_cnt) begin
                    en <= 1'b1;
                end
            end
            else if (set_command == 2'd2) begin
                data <= 8'b0000_0001;   
                rs <= 0;
                rw <= 0;
                clk_cnt <= clk_cnt + 1'd1;
                if (clk_cnt >= WAIT_CLK + prev_cnt) begin   
                    set_command <= 2'd3;
                    rs <= 1'b0;
                    rw <= 1'b1;
                    prev_cnt <= clk_cnt + 1;
                end
                else if (clk_cnt >= ENABLE_PULSE_WIDTH + ADDR_SET_UP_TIME + prev_cnt) begin
                    en <= 1'b0;
                end
                else if (clk_cnt >= ADDR_SET_UP_TIME + prev_cnt) begin
                    en <= 1'b1;
                end
            end
            else if (set_command == 2'd3) begin
                data <= 8'b0000_0110;   
                rs <= 0;
                rw <= 0;
                clk_cnt <= clk_cnt + 1'd1;
                if (clk_cnt >= DATA_HOLD_TIME + ENABLE_PULSE_WIDTH + ADDR_SET_UP_TIME + prev_cnt) begin   
                    set_command <= 2'd0;
                    rs <= 1'b0;
                    rw <= 1'b1;
                    prev_cnt <= clk_cnt + 1;
						  busy_signal <= 1'b0;
						  state <= IDLE;
                end
                else if (clk_cnt >= ENABLE_PULSE_WIDTH + ADDR_SET_UP_TIME + prev_cnt) begin
                    en <= 1'b0;
                end
                else if (clk_cnt >= ADDR_SET_UP_TIME + prev_cnt) begin
                    en <= 1'b1;
                end
            end
        end
        else if (state == ADDRESS_SET) begin
            clk_cnt <= clk_cnt + 1'b1;
            data <= {1'b1, r_address[6:0]};
            rs <= 1'b0;
            rw <= 1'b0;
            if (clk_cnt >= DATA_HOLD_TIME + ENABLE_PULSE_WIDTH + ADDR_SET_UP_TIME + prev_cnt) begin   
                state <= CHARACTER_SET;
                rs <= 1'b0;
                rw <= 1'b1;
                prev_cnt <= clk_cnt + 1;
            end
            else if (clk_cnt >= ENABLE_PULSE_WIDTH + ADDR_SET_UP_TIME + prev_cnt) begin
                en <= 1'b0;
            end
            else if (clk_cnt >= ADDR_SET_UP_TIME + prev_cnt) begin
                en <= 1'b1;
            end
        end
        else if (state == CHARACTER_SET) begin
            clk_cnt <= clk_cnt + 1'b1;
            data <= r_character;
            rs <= 1'b1;
            rw <= 1'b0;
            if (clk_cnt >= DATA_HOLD_TIME + ENABLE_PULSE_WIDTH + ADDR_SET_UP_TIME + prev_cnt) begin   
                state <= IDLE;
                busy_signal <= 1'b0;
                rs <= 1'b0;
                rw <= 1'b1;
                prev_cnt <= clk_cnt + 1;
            end
            else if (clk_cnt >= ENABLE_PULSE_WIDTH + ADDR_SET_UP_TIME + prev_cnt) begin
                en <= 1'b0;
            end
            else if (clk_cnt >= ADDR_SET_UP_TIME + prev_cnt) begin
                en <= 1'b1;
            end
        end
        else if (start & (state == IDLE)) begin
            busy_signal <= 1'b1;
            r_address <= address;
            r_character <= character;
            state <= ADDRESS_SET;
        end
    end
endmodule
### flow/run.sh
#!/bin/bash
# OpenROAD 26Q1-2900-gdf79404cd8, Yosys 0.63+post, stock flow scripts
make -C /OpenROAD-flow-scripts/flow DESIGN_CONFIG=/design/flow/config.mk WORK_HOME=/design/flow/orfs finish
==> CHANGELOG.md <==
## Flow update

- Crit. Startpoint: prev_cnt[5]
- Yosys chip area: around 0.011 mm²
- Prevailing post-synth register cell: dfrtp_1
- Internal Power: approximately 0.63 mW
- Post-CTS setup buffer count: 0
- Slew headroom: 0.431
- Reg2reg end: prev_cnt[36]
- Mapped Cells: 1319
- Tool warnings: 32
- Detailed Routing Iterations Pass 1: 5
- # IOs: 33
- Vias per Instance: about 5.6
- Worst Path Required: about 13 ns
- Grt ovf: 0
- Combinational power share: 0.015
- Final setup vio count: 0
- Max_cap viols: 0
- Measured slew at the worst slew-check pin: roughly 0.85 ns
- Row count: 61
- Post-synth EDFFs: 0
- Vias: around 9500
- Min-delay worst type: register to register
- Slew Limit Fails: 0
- Achievable Freq: between 100 and 150 MHz
- Cts bufs inserted: 17
- Routed Antenna Nets: 0
- R2R cell count: 18
- Leakage: between 5 and 6 nW
- Vias in the first global route: approximately 9000
- Die height: between 150 and 200 µm
- Core ar.: 0.0280 mm²
- Reg power frac: 0.432
- Cell area after synthesis: about 0.011 mm²
- Placed Area: around 0.012 mm²
- CTS tree: yes
- Die Size: roughly 0.03 mm²
- Switching share of power: 0.260
- Worst-path maximum fanout: 24
- CTS resizes: 0
- Hold_buf cts: 0
- Unrepaired setup endpoints after global routing: false
- Reg2reg start: prev_cnt[5]
- PortBufs: 29
- H-tree levels: 4
- Final setup TNS: 0 ns
- DR DRC count: 0
- Pwr dens: 67.9 mW/mm²
- Post-route cell area: between 0.01 and 0.015 mm²
- Core Util at FP: 0.409
- Yosys reg bits: ~120
- Clock latency (worst-skew pair): roughly 0.42 ns
- Dominant logic cell type in the layout: ha_1
- Chip width: 171 µm
- Yosys cell types: ~73
- Gp weighted congestion: slightly below 1
- CTS max path bufs: 2
- Max VDD drop: between 80 and 90 µV
- Synth Warn #: 1
- Cell taking the most area after synthesis: dfrtp_1
- NetSw: 0.222 mW
- Commonest non-fill, non-tap cells in the layout: ha_1 (160), xnor2_1 (141), nand2_1 (140)
- Overall routing resource usage: 0.237
- Crit end category: register
- Largest net degree at the start of global routing: around 43
- Finished Layout Cells: ~1700
- First-pass GRT wire length: a little over 50 mm
- FFs w/ async S/R, synth: 1.00
- CP Class: register to register
- Clock transition at path regs: 0.07 ns
- Placed insts: about 1700
- Status: finished, final reports clean
- CTS root buf: clkbuf_16
- Final worst-path cycle share: 0.531
- Crit path to: prev_cnt[36]
- TritonCTS Sinks: around 120
- Fin. Hold Viols: 0
- R2R Setup Slk: around 6.0 ns
- Clock Skews: 0.0148 ns
- CP arrival: 7.05 ns
- Startpoint Class: register
- Yosys stat cell total: ~1300
- Layout cells sized above 1: 0.0906
- Area delta synth->final: 9.89%
- Syn avg cell area: 8.69 µm²
- Cell area leaders: dfrtp_1 (23%), ha_1 (17%), xnor2_1 (11%)
- Clock power frac: 0.553
- Minimum clock period: just under 7 ns
- WL/cell: between 15 and 20 µm
- Top cell type's share of synthesized area: 0.231
- Antenna violations before repair: 0
- Final wirelength: 32.4 mm
- First DRT Iteration DRCs: 571
- Detailed placement HPWL: approximately 25 mm
- Part of the Yosys area used for sequential elements: 0.254
layer usage:
metal	wire, µm	GRT usage
met5	0	0
met2	14000	0.356
met4	684	0.0470
met3	1820	0.0415
met1	15900	0.364
synthesized netlist by cell type (10+ instances only):
library cell,count
nand2_1,140
clkbuf_1,41
a21o_1,18
mux2_2,48
and3_1,18
nand4_1,49
a21oi_1,57
nor2_1,118
dfrtp_1,106
inv_1,21
nand3_1,49
buf_1,10
dfstp_2,10
o21ai_0,43
xnor2_1,141
xor2_1,73
ha_1,160
nor3_1,39
nand2b_1,12
state kept, by name, indices dropped and copies added (netlist names), named ones only:
signal / cells
en: 1
prev_cnt: 40
r_address: 7
state: 4
set_command: 4
rs: 1
r_character: 8
clk_cnt: 40
data: 8
rw: 1
busy_signal: 1
power by group through the flow:
stage | combinational (mW) | clock (mW) | sequential [mW]
6_report | 0.0130 | 0.473 | 0.370
5_1_grt | 0.0152 | 0.500 | 0.369
4_1_cts | 0.0138 | 0.483 | 0.370
how the worst min path moves through the flow:
stage,startpoint,end,depth (start not counted)
after CTS,data[2],data[2],2
after global routing,data[2],data[2],2
final,data[2],data[2],2
cells by family after synthesis:
| family | count (synthesis) | share of synthesized area |
|---|---|---|
| compound gates | 199 | 0.114 |
| other cells | 1 | 0.000327 |
| flops | 116 | 0.254 |
| xor+xnor | 214 | 0.164 |
| fa+ha+maj | 160 | 0.175 |
| simple gates | 484 | 0.206 |
| mux | 58 | 0.0560 |
| buf+inv | 87 | 0.0313 |
critical path, cell delays in order, from the launching register on:
cell	delay, ns
dfrtp_1	0.53
o21ai_0	0.50
a21oi_1	0.23
o21ai_0	0.38
a21boi_0	0.26
o21ai_1	0.65
nor2_1	0.21
nand2_1	0.14
xor2_1	0.07
ha_1	0.29
nand2_1	0.06
nor4_1	0.50
nand2_1	0.24
or4_1	0.62
nand4_1	0.26
o22ai_1	0.21
a21oi_4	0.56
buf_4	0.49
mux2_2	0.39
through the flow:
stage | utilization | total power [mW] | setup WS, ns | hold WS (ns)
after floorplan | - | 0.382 | 7.10 | 0.424
after global placement | 0.430 | 0.390 | 6.06 | 0.468
after detailed placement | 0.430 | 0.390 | 6.05 | 0.468
after CTS | 0.450 | 0.866 | 6.00 | 0.487
after global routing | 0.450 | 0.884 | 5.69 | 0.514
final | 0.450 | 0.856 | 5.95 | 0.482
cell type report:
cell class / count / area [µm²]
Inverter: 21 / 81.3
Clock inverter: 15 / 136
Fill cell: 2713 / 15400
Antenna cell: 1 / 2.50
Multi-Input combinational cell: 1117 / 8210
Sequential cell: 116 / 2920
Clock buffer: 17 / 425
Tap cell: 378 / 473
Timing Repair Buffer: 38 / 358
Power and IR drop assume default switching activity.
