==> /design/flow/design.v <==
module keyboard_buffer(key_out, ps2d, ps2c, clk_50mhz, reset);
	input ps2d, ps2c, clk_50mhz, reset;
	output [7:0] key_out;
	wire ps2d, ps2c, clk_50mhz;
	reg [7:0] key_out;
	reg [7:0] last_key;
	wire [7:0] key_code;
	ps2key ps2(clk_50mhz, ps2d, ps2c, key_code);
	reg key_down;
	always @(posedge clk_50mhz) begin
		if(reset) begin
			key_out <= 8'h00;
			key_down <= 0;
			last_key <= key_code;
		end else begin
			if((key_out == last_key) || ((last_key == key_code) && key_down)) begin
				key_out <= 8'h00;
				key_down <= 1;
				last_key <= key_code;
			end
                   else if (key_out == last_key) begin
                   	key_out <= key_out;
                         key_down <= 1'b1;
                         last_key <= last_key;
			end else begin
				if(key_code == 8'hE0) begin
					last_key <= key_code;
					key_down <= key_down;
					key_out <= 8'h00;
				end else begin
					if(key_code == 8'hF0) begin
						key_down <= 1;
						key_out <= 8'h00;
						last_key <= key_code;
					end else begin
						if(key_down) begin  
							key_down <= 0;
							key_out <= key_code;
							last_key <= key_code;
						end else begin
							key_out <= key_code;
							last_key <= key_code;
							key_down <= 1;
						end
					end
				end
			end
		end
	end
endmodule
`timescale 1ns / 1ps
module ps2key(
clk50,                         
kin,                           
kclk,                          
code                           
);
input kin, kclk, clk50;
output [7:0] code;
reg [7:0] code;
reg [3:0] i;                  
reg [10:0] ksr;               
reg [11:0] cnt;               
reg reset;                    
initial begin                 
 ksr = 0;                     
 i = 0;
 code = 0;
 cnt = 0;
 end 
always @ (posedge clk50) begin  
  if (cnt > 3000)  begin      
    reset <= 0;               
    cnt <= 0;                 
    end                       
  else if (kclk == 1) begin   
    reset <= 1;               
    cnt <= cnt + 1;           
    end
  else begin
    reset <= 1;
    cnt <= 0;
    end
  end
always @ (negedge kclk or negedge reset) begin
  if (reset == 0) begin       
    ksr <= ksr;               
    i <= 0;                   
    code <= code;             
    end                       
  else if (i < 10) begin      
    ksr[i] <= kin;            
    i <= i + 1;               
    code <= code;             
    end                       
  else begin                  
    i <= 0;                   
    ksr[i] <= kin;            
    code <= ksr[8:1];
    end
  end
endmodule
==> /design/flow/constraint.sdc <==
current_design keyboard_buffer

set clk_period 1.0
set clk_io_pct 0.2

create_clock -name clk0 -period $clk_period [get_ports {clk_50mhz}]
create_clock -name clk1 -period $clk_period [get_ports {ps2c}]

set non_clock_inputs [all_inputs -no_clocks]
set_input_delay [expr $clk_period * $clk_io_pct] -clock clk0 $non_clock_inputs
set_output_delay [expr $clk_period * $clk_io_pct] -clock clk0 [all_outputs]
==> /design/flow/config.mk <==
export PLATFORM = sky130hd
export DESIGN_NAME = keyboard_buffer
export DESIGN_NICKNAME = keyboard_buffer
export VERILOG_FILES = /design/flow/design.v
export SDC_FILE = /design/flow/constraint.sdc
export NUM_CORES = 4
export LEC_CHECK = 1
export CORE_UTILIZATION = 30
==> /design/flow/run.sh <==
#!/bin/bash
# OpenROAD 26Q1-2900-gdf79404cd8, Yosys 0.63+post, stock flow scripts
make -C /OpenROAD-flow-scripts/flow DESIGN_CONFIG=/design/flow/config.mk WORK_HOME=/design/flow/orfs finish
==> impl_metrics.yaml <==
# flow metrics
die:
  die_h_um: 89.7
  initCoreUtil: 0.315
  fp.dieW_um: 89.7
  rows: 31
  die-area_um2: 8050
  core_area_um2: 7330
  pin_count: 12
drt:
  wl_met2_mm: 1.90
  drt_iter0_markers: 25
  wl_per_cell_um: 10.8
  drt-met1-wl_mm: 2.38
  vias_per_cell: 4.30
  dr.pass1.iters: 4
  finalWirelength_mm: 4.55
  num_vias: 1807
  ant_nets: 0
  met3WireLength_um: 169
  topRoutingLayerUsed: "met4"
  antenna_cells: 0
  drc: 0
flow_run:
  warnings: 36
  drv_cap: 0
critical_path:
  rr_worst_depth: 4
  reg2reg_to: "key_down"
  reg2reg_from: "ps2.code[3]"
  startpoint_type: "flop"
  r2r_setup_slack_ps: -1100
  timing.critical_path.from: "ps2.code[3]"
  critPathRequiredTime_ps: 1170
  cp-end-kind: "flop"
  critical_path_class: "reg -> reg"
  endpoint: "key_down"
  crit_fanout: 2
  cp.arrival_ps: 2270
global_route:
  grt-ovfl-total: 0
  grt_max_degree: 11
  grt_pass1_wl_mm: 7.76
  track_usage: 0.121
  antenna_found_initial: 0
  grt_pass1_vias: 1905
placement:
  port_buffers: 10
  dp_cells: 364
  dp_hpwl_mm: 2.97
  placed_cell_area_um2: 3050
  place_ws_ps: -960
  place_congestion: 0.788
cells_and_area:
  stdcell_area_um2: 3660
  drive_above_1_share: 0.470
  layout.cells.non_filler: 420
  nFillCells: 600
  syn_to_final_growth_pct: 58.4
  finish.utilization: 0.499
power_and_ir_drop:
  peakVddDrop_mv: 0.739
  p_leak_nw: 1.53
  total_power_mw: 5.61
  power_density_nw_per_um2: 1530
clocking:
  cts_tree: "built"
  cts.clk_slew.worst_paths_ps: 60
logic_synthesis:
  synth-seq-cells: 50
  ys_cells: 198
  avgSynthCellArea_um2: 11.7
  synth_seq_share: 0.546
  async_flop_share: 0.0800
  flop_cell: "edfxtp_1"
  yosys_area_um2: 2310
  top_cells_by_count: "edfxtp_1 (24), xnor2_1 (24), dfxtp_1 (22), nand2_1 (20), a211oi_1 (11)"
  synth_top_area_share: 0.312
  area_leaders: "edfxtp_1 (31%), dfxtp_1 (19%), xnor2_1 (9.1%), dfrtn_1 (4.3%), ha_1 (3.8%)"
  syn_area_um2: 2310
  synth_cell_types: 45
  yosysWarnings: 2
  synth_top_cell_by_area: "edfxtp_1"
  syn_inst: 198
  edf_count: 24
timing:
  rsz0062_at_grt: "yes"
  fin_tns_setup_ps: -28220
  skew_ps: 54.0
  tightest_slew_ps: 653
  setup_slack_ps: -1100
  finalHoldViolCount: 0
  relSlewSlack: 0.563
  setup_violations: 58
  hold_ws_ps: 93.3
  finalMaxSlewViolations: 0
worst_hold_path:
  worstHoldStart: "ps2c"
  hold_class: "clk -> reg"
outcome:
  status: "finished, violations left"
  violations: "negative setup slack"
flip-flops by register name, summed over array words and instances, names as in the netlist:
signal,cells
ps2.i,4
ps2.code,8
ps2.ksr,8
key_down,1
ps2.reset,1
ps2.cnt,12
last_key,8
key_out,8
what timing repair did:
| action | in CTS | in global routing |
|---|---|---|
| buffers inserted | 7 | 9 |
| pin swaps | 12 | 10 |
| setup endpoints to repair | 66 | 64 |
| gates cloned | 1 | 0 |
| resized | 55 | 22 |
| hold buffers | 0 | 0 |
cell usage in the layout (no fill, tap or decap), types with 6 or more instances in the layout:
cell	n
dfxtp_2	9
nand2_1	19
inv_1	31
a211oi_2	11
buf_6	25
dfxtp_1	11
buf_4	46
edfxtp_1	24
clkbuf_8	13
xnor2_1	21
conb_1	8
nor2_1	6
power breakdown:
| group | internal, mW | switching [mW] |
|---|---|---|
| Combinational | 0.0445 | 0.0361 |
| Sequential | 2.21 | 0.0119 |
| Clock | 1.88 | 1.43 |
| Total | 4.13 | 1.48 |
routing by layer:
metal | GRT usage | up-vias
met5 | 0 | -
met4 | 0.0505 | 0
met3 | 0.0481 | 11
met2 | 0.167 | 29
met1 | 0.174 | 818
li1 | - | 949
cell families (layout without fill, tap and decap cells):
family	count (synthesis)	in the layout	synth area share
buffers and inverters	17	133	0.0352
muxes	3	3	0.0157
DFF	50	50	0.546
and+or+nand+nor	66	66	0.152
AOI/OAI and AO/OA	28	28	0.112
adders and majority gates	7	7	0.0379
other	1	8	0.00162
xor gates and xnor gates	26	26	0.0986
critical path, cell delays in order (launching register included):
cell and delay (ps):
edfxtp_1 360, nand4b_1 170, or4_4 430, mux2i_1 130, o31a_1 230
worst min path at each step:
stage | endpoint | slack (ps) | cells past startpoint
finish | ps2.cnt[1] | 90 | 4
CTS | ps2.cnt[1] | 90 | 4
global route | ps2.cnt[1] | 90 | 4
cell type report:
cell class | count | area (um^2) | area share
multi-input cells | 138 | 1200 | 0.327
well taps | 99 | 124 | 0.0339
flip-flops and latches | 50 | 1280 | 0.350
repair buffers | 79 | 687 | 0.188
inverters | 8 | 32.5 | 0.00889
clock buffers | 14 | 183 | 0.0499
clock inverters | 32 | 154 | 0.0421
No activity file was given, so power comes from the tool's default toggle rates.
